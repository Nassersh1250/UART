==> /design/flow/design.v <==
module seven_seg_decoder(
    input wire [3:0] digit,   
    output reg [6:0] Seg      
);
    always @(*) begin
        case (digit)
            4'h0: Seg = 7'b1000000;  
            4'h1: Seg = 7'b1111001;  
            4'h2: Seg = 7'b0100100;  
            4'h3: Seg = 7'b0110000;  
            4'h4: Seg = 7'b0011001;  
            4'h5: Seg = 7'b0010010;  
            4'h6: Seg = 7'b0000010;  
            4'h7: Seg = 7'b1111000;  
            4'h8: Seg = 7'b0000000;  
            4'h9: Seg = 7'b0010000;  
            4'hA: Seg = 7'b0001000;  
            4'hB: Seg = 7'b0000011;  
            4'hC: Seg = 7'b1000110;  
            4'hD: Seg = 7'b0100001;  
            4'hE: Seg = 7'b0000110;  
            4'hF: Seg = 7'b0001110;  
            default: Seg = 7'b1111111;  
        endcase
    end
endmodule
==> /design/flow/run.sh <==
#!/bin/bash
# OpenROAD 26Q1-2900-gdf79404cd8, Yosys 0.63+post, stock flow scripts
make -C /OpenROAD-flow-scripts/flow DESIGN_CONFIG=/design/flow/config.mk WORK_HOME=/design/flow/orfs finish
==> /design/flow/config.mk <==
export PLATFORM = sky130hd
export DESIGN_NAME = seven_seg_decoder
export DESIGN_NICKNAME = seven_seg_decoder
export VERILOG_FILES = /design/flow/design.v
export SDC_FILE = /design/flow/constraint.sdc
export NUM_CORES = 4
export LEC_CHECK = 1
export CORE_AREA = 10 10 70 70
export DIE_AREA = 0 0 80 80
==> /design/flow/constraint.sdc <==
current_design seven_seg_decoder

set clk_period 2.0
set clk_io_pct 0.2

create_clock -name clk0 -period $clk_period

set non_clock_inputs [all_inputs -no_clocks]
set_input_delay [expr $clk_period * $clk_io_pct] -clock clk0 $non_clock_inputs
set_output_delay [expr $clk_period * $clk_io_pct] -clock clk0 [all_outputs]
==> run notes <==
Notes on the flow outputs.

- The flow ran to the end, and the final reports show no timing, DRC or antenna violations.
- The cell area power density reads 168 mW/mm².
- The internal power is about 0.06 mW.
- The routed layout has 309 vias.
- The maximum number of pins on one net before global-route repair is 9.
- The core utilization of the finished layout reads 16.8%.
- The aggregate global-route resource usage is 2.24%.
- The total instance count after detailed placement reads between 90 and 100.
- The sequential cell area in the final layout reads 0 µm².
- The stage-log warning count is 39.
- The highest clock rate is ~520 MHz.
- Looking at the critical path, the highest net fanout was 4.
- The transition time of the tightest slew-check pin is 0.136 ns.
- The type of the setup path with the least slack reads input port to output pin.
- Across all hold checks on the routed design, the worst slack comes to 1.27 ns.
- Antenna repair during routing inserted a diode count of 0.
- The via count of the first global-routing pass came to 305.
- The synthesized area is 275 µm².
- The category of the worst setup path capture point is an output pin.
- The vertical die dimension reported for this design is approximately 80 µm.
- The total overflow left after global routing is 0.
- Per report_power, the combinational group accounts for approximately 100% of the total.
- The clock buffer instance count of the final layout is 0.
- The switching power share of the total is 39.0%.
- The commonest cells after synthesis are sky130_fd_sc_hd__ha_1 (7), sky130_fd_sc_hd__nor2_1 (5), sky130_fd_sc_hd__mux2i_1 (4).
- The final cycle utilization of the critical path reads 96.8%.
- The OpenROAD report gives the critical path a data arrival time of roughly 1.5 ns.
- The ratio of cells with drive above 1 in the final layout is 50.9%.
- The final weighted congestion in routability-driven placement reads 0.800.
- The data required time of the worst path is around 1.6 ns.
- The worst-case headroom to the max-slew limit is about nine tenths.
- The design has 0 sequential cells.
- The synthesized area divided by synthesized cell count is about 8.6 µm².
- The post-placement setup slack is -0.731 ns.
- The number of buffer cells added on primary ports reads 11.
- The starting utilization of the core area reads just over 8%.
- The power report puts the leakage power at 0.301 nW.
- The startpoint type of the worst setup path reads an input port.
- The count of cells in the finished layout, fillers not included, comes to 101.
- The routed design has 802 µm of wire.
- The number of instances in the synthesized netlist reads 32.
- The shortest period the worst path allows is 1.94 ns.
- The final routed DRC violation total is 0.
- The iteration count of the initial detailed-routing pass is 2.
- Per the OpenROAD power report, switching power amounts to ~0.038 mW.
- The initial antenna violation count reads 0.
- The sequential-to-total area share from yosys stat reads 0%.
- The global-route wire length before repair is 1260 µm.
- The final total negative setup slack is 0 ns.
- The floorplan step defined a die boundary enclosing 0.00640 mm².
- The region available for standard cell placement spans between 0.003 and 0.004 mm².
- The warning tally printed by Yosys for this design is 1.
- The final HPWL from detailed placement reads ~650 µm.
- In this run the maximum-capacitance check reported violations numbering 0.
- The die width is around 80 µm.
- Per the final timing report, the hold violations number 0.
- The most popular library cell in the synthesized design by count reads sky130_fd_sc_hd__ha_1.
- The worst hold path class is input port to output pin.
- Per the detail_route report, vias per standard cell equal 3.06.
- Sorting the synthesized cells by area gives the leading types as sky130_fd_sc_hd__ha_1 (32%), sky130_fd_sc_hd__mux2i_1 (15%), sky130_fd_sc_hd__mux4_1 (9.5%), sky130_fd_sc_hd__nor2_1 (6.8%), sky130_fd_sc_hd__a22o_1 (6.4%).
- The number of rows created at floorplan reads 21.
- The synthesized design spends more area on one cell type than any other, namely sky130_fd_sc_hd__ha_1.
- The count of final setup violators reads 0.
- The gate-level netlist out of Yosys references 15 unique cell types.
- Of the total power, registers draw 0%.
- Per the post-route antenna check, the number of violating nets is 0.
- The area of the synthesized netlist per yosys stat reads between 200 and 300 µm².
- For this design, Yosys synthesis ends with a cell count of 32.
- Setup repair after global routing left no endpoint under its margin.
- The total I/O pin count reads 11.
- The growth of design area from synthesis to finish is 109%.
- The slack of the critical path reads 0.0634 ns.
- After detailed routing, the average wire length per cell comes to 7.94 µm.
- The maximum resistive drop on vdd reads 23.4 µV.
- Per the log, the first TritonRoute iteration ended with a DRC count of 4.
- The area share of the largest cell type after synthesis is 31.8%.
- Per the final report, max-transition violations number 0.
- The clock network burns 0% of the power.
==> per-stage QoR <==
step	total power, mW	instance area (µm²)
2_1_floorplan	0.0364	275
3_3_place_gp	0.0931	509
3_5_place_dp	0.0937	509
4_1_cts	0.0972	553
5_1_grt	0.110	576
6_report	0.0967	576
==> metal layers <==
layer	part of all wire (%)	global-route usage, %	routed length (µm)
met1	41	2.38	329
met5	0	0	0
met3	7.6	0.568	61
met4	0	0	0
met2	51	4.49	411
==> critical path, cell delays in order <==
cell and delay [ns]:
sky130_fd_sc_hd__buf_4 0.14, sky130_fd_sc_hd__buf_4 0.14, sky130_fd_sc_hd__ha_4 0.16, sky130_fd_sc_hd__mux2_2 0.25
sky130_fd_sc_hd__a22o_1 0.20, sky130_fd_sc_hd__dlygate4sd2_1 0.24
==> kinds of logic after synthesis <==
kind of cell             synth area share (%)
AND/OR/NAND/NOR                          14.5
buffers and inverters                    10.0
AND-OR/OR-AND                            15.5
multiplexers                             28.2
adder cells (fa/ha/maj)                  31.8
==> worst paths after layout <==
check	from	endpoint	slack, ns	depth (start not counted)
setup / recovery	digit[0]	Seg[6]	0.06	6
hold / removal	digit[3]	Seg[2]	1.27	4
==> power groups by stage <==
stage / Combinational (mW) / Clock [mW] / Sequential, mW
4_1_cts: 0.0972 / 0 / 0
5_1_grt: 0.110 / 0 / 0
6_report: 0.0967 / 0 / 0
==> cell type report <==
| type | count | area, µm² |
|---|---|---|
| fillers | 377 | 2840 |
| inverters | 3 | 16.3 |
| repair buffers | 25 | 211 |
| multi-input cells | 27 | 290 |
| well taps | 46 | 57.6 |
==> placed cells by master, fill, tap and decap left out, drive strengths merged <==
cell / instances
dlygate4sd2: 3
or3b: 1
o21ai: 2
ha: 7
nand2: 1
dlymetal6s2s: 3
a22o: 2
a32o: 1
mux2: 1
nor2: 5
clkbuf: 1
inv: 3
a21oi: 1
and2b: 1
mux2i: 4
mux4: 1
buf: 18
==> timing repair <==
item                                    CTS  global route
hold buffers                              0             0
endpoints found under the setup margin    7             5
resized                                  32            10
setup buffers                             3             0
pin swaps                                 3             2
No activity file was given, so power comes from the tool's default toggle rates.
